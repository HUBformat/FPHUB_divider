## design/flow/constraint.sdc

```tcl
current_design special_cases_detector_div

set clk_period 2.3
set clk_io_pct 0.2

create_clock -name clk0 -period $clk_period

set non_clock_inputs [all_inputs -no_clocks]
set_input_delay [expr $clk_period * $clk_io_pct] -clock clk0 $non_clock_inputs
set_output_delay [expr $clk_period * $clk_io_pct] -clock clk0 [all_outputs]
```

## design/flow/config.mk

```make
export PLATFORM = sky130hd
export DESIGN_NAME = special_cases_detector_div
export DESIGN_NICKNAME = special_cases_detector_div
export VERILOG_FILES = /design/flow/design.v
export SDC_FILE = /design/flow/constraint.sdc
export NUM_CORES = 4
export LEC_CHECK = 1
export CORE_AREA = 10 10 70 70
export DIE_AREA = 0 0 80 80
```

## design/flow/design.v

```verilog
module special_cases_detector_div #(
    parameter int M = 23,
    parameter int E = 8,
    parameter int special_case = 7
)(              
    input logic clk,
    input logic rst_l,
    input logic [E+M:0] X,
    input logic [E+M:0] Y,
    output logic [$clog2(special_case)-1:0] X_special_case,
    output logic [$clog2(special_case)-1:0] Y_special_case,
    output logic X_one
);
localparam logic [$clog2(special_case):0] CASE_NONE = 0;
localparam logic [$clog2(special_case):0] CASE_INF_P = 1;
localparam logic [$clog2(special_case):0] CASE_INF_N = 2;
localparam logic [$clog2(special_case):0] CASE_ZERO_P = 3;
localparam logic [$clog2(special_case):0] CASE_ZERO_N = 4;
localparam logic [$clog2(special_case):0] CASE_ONE_P = 5;
localparam logic [$clog2(special_case):0] CASE_ONE_N = 6;
always_comb begin
    X_special_case = 0;
    X_one = 0;
    if (X[E+M-1:0] == {E+M{1'b1}}) begin
        X_special_case = (X[E+M]) ? CASE_INF_N : CASE_INF_P;
    end 
    else if (X[E+M-2:0] == {E+M-1{1'b0}}) begin
        if (X[E+M-1]) begin
            X_one = 1'b1;
        end
        else begin
            X_special_case = (X[E+M]) ? CASE_ZERO_N : CASE_ZERO_P;
        end
    end
end
always_comb begin
    Y_special_case = 0;
    if (Y[E+M-1:0] == {E+M{1'b1}}) begin
        Y_special_case = (Y[E+M]) ? CASE_INF_N : CASE_INF_P;
    end 
    else if (Y[E+M-2:0] == {E+M-1{1'b0}}) begin
        if (Y[E+M-1]) begin
            Y_special_case = (Y[E+M]) ? CASE_ONE_N : CASE_ONE_P;
        end
        else begin
            Y_special_case = (Y[E+M]) ? CASE_ZERO_N : CASE_ZERO_P;
        end
    end
end
endmodule
```

## design/flow/run.sh

```bash
#!/bin/bash
# OpenROAD 26Q1-2900-gdf79404cd8, Yosys 0.63+post, stock flow scripts
make -C /OpenROAD-flow-scripts/flow DESIGN_CONFIG=/design/flow/config.mk WORK_HOME=/design/flow/orfs finish
```

==> ci_impl_report.md <==
## Implementation flow summary

| Metric | Value |
|---|---|
| Layout Cells excl Fill | 187 |
| Routability Congestion | 0.824 |
| First-pass GRT wire length | 4.28 mm |
| Antenna Violating Nets Remaining | 0 |
| Boundary Pins | 73 |
| Fin. Hold Viols | 0 |
| Register Area | 0 µm² |
| Hold crit path type | primary input to primary output |
| Final Cycle Share | 1.16 |
| Final WL | 2.75 mm |
| Final WS setup | -359 ps |
| Antenna violations before repair | 0 |
| Gr ovfl total | 0 |
| Die height | 80 µm |
| Fillcell total | 348 |
| Max VDD drop | 0.0413 mV |
| Chip area | 6400 µm² |
| Vias in the first global route | 951 |
| Drt wl/cell | 14.7 µm |
| Max-slew headroom | 0.777 |
| Fmax | 0.376 GHz |
| DRC viols | 0 |
| Startpoint types | primary input |
| Final instance area | 1310 µm² |
| Inst Count DP | 184 |
| Synthesis Warnings | 1 |
| Total Routing Usage GR | 0.0795 |
| Status | finished with violations |
| Max stage delay on crit path | 530 ps |
| Clock buffers | 0 |
| Hold-fix buffers at CTS | 0 |
| Yosys Instances | 57 |
| Final tally of setup violations | 3 |
| Critical path class | primary input to primary output |
| Die x size | 80 µm |
| Log Warnings | 36 |
| Via density | 4.44 |
| MaxCap Viol Count | 0 |
| Area leader, netlist | nor4_1 |
| Top-area cell share | 0.306 |
| Mapped Cells | 57 |
| Slew Viols, Final | 0 |
| Crit-path slowest cell | or4_4 |
| Final Util | 0.383 |
| Placement Cell Area | 1190 µm² |
| Antenna cells | 0 |
| Worst-path cell chain | buf_6 > or4_4 > or4_4 > or3_4 > buf_6 > a21oi_2 > buf_2 |
| Post-synthesis cell area | 348 µm² |
| Critical Path End Type | primary output |
| Proportion of layout cells with a drive suffix above 1 | 0.305 |
| Cell Type Count | 15 |
| Yosys stat chip area | 348 µm² |
| P_leak | 0.000623 µW |
| P per Cell Area | 114 nW/µm² |
| Worst slew pin tran | 332 ps |
| Seq share, synth | 0 |
| Area grow syn2layout | 276% |
| CP required | 1840 ps |
| Row count | 21 |
| Pre-antenna DRT Iters | 4 |
| Pin count of the biggest net entering global routing | 5 |
| Avg Cell Area, Syn | 6.10 µm² |
| Most frequent cell after synthesis | nor4_1 |
| Flip-flops | 0 |
| Iter 0 DRT Violations | 12 |
| Vias post-DR | 831 |
| Synth area leaders | nor4_1 (31%), nand4_1 (29%), or4_1 (6.5%) |
| CORE AREA | 3420 µm² |
| HPWL after DPL | 2.43 mm |
| RSZ-0062 raised after global routing | yes |
| CP Data Arrival Time | 2200 ps |
| Input/output buffers | 71 |
| CP max FO | 3 |
| FP Util | 0.102 |
| Commonest cells in the netlist | nor4_1 (17), nand4_1 (16), nand2_1 (4) |
| Failing checks | negative setup slack |
| Final min period | 2660 ps |
-- per-layer routing --
metal,up-vias,wire length (µm),track usage
met1,370,1130,0.0958
met3,2,257,0.0307
met2,30,1330,0.136
li1,429,-,-
met5,-,0,0
met4,0,24,0.00528
-- area by class of cell --
cell class,count,area [µm²],area share
multi-input cells,54,440,0.337
well taps,46,57.6,0.0440
repair buffers,84,798,0.611
inverters,3,11.3,0.00861
-- per-stage QoR --
stage	hold WS, ps	setup TNS [ps]	worst slack, ps	power (µW)
final	1260	-901	-359	150
after detailed placement	1850	-4970	-940	151
after floorplan	930	0	24.6	12.4
after global routing	1290	-1080	-412	161
after global placement	1840	-4890	-927	149
after CTS	1370	-1530	-456	143
-- cell families (layout without fill, tap and decap cells) --
logic type	Yosys count	in the layout	share of synthesized area
AND-OR/OR-AND	4	4	0.0827
AND/OR/NAND/NOR	49	49	0.849
buffers and inverters	3	87	0.0324
adder cells (fa/ha/maj)	1	1	0.0360
-- worst max-delay path: cells and delay by family --
| kind | cells | cell delay, ps |
|---|---|---|
| AND/OR/NAND/NOR | 3 | 1310 |
| AND-OR/OR-AND | 1 | 110 |
| buffers and inverters | 3 | 320 |
-- report_power, final --
part	internal (µW)	switching (µW)	total, µW	leakage [µW]
sequential	0	0	0	0
clock	0	0	0	0
combinational	99.7	49.9	150	0.000623
-- cell usage in the layout (no fill, tap or decap), types with 2 or more instances in the layout --
cell,netlist,final
dlymetal6s2s_1,0,17
clkdlybuf4s50_1,0,27
or4_4,0,3
nor2_1,3,3
a21oi_2,1,2
buf_6,0,4
nand3_1,3,3
buf_2,0,9
dlygate4sd2_1,0,14
nand2_1,4,4
inv_1,3,3
nor4_2,0,9
clkdlybuf4s15_1,0,2
buf_4,0,11
nand4_1,16,16
nor4_1,17,7
-- what timing repair did --
item,in CTS,in global routing
buffers inserted,3,0
endpoints found under the setup margin,7,7
resized,65,30
pin swaps,17,19
-- path summary, 6_finish.rpt --
kind,start,end,slack [ps],depth (start not counted)
hold / removal,X[2],X_one,1260,4
setup / recovery,X[4],X_special_case[0],-360,7
Power and IR drop assume default switching activity.
